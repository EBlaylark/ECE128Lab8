==> /design/flow/design.v <==
`timescale 1ns / 1ps
module BinToBcd (
    input wire clk,                  
    input wire reset,                
    input wire start,                
    input wire [11:0] binary,        
    output reg [15:0] bcd,           
    output reg ready                 
);
    parameter IDLE = 3'b000;
    parameter LOAD = 3'b001;
    parameter ADD3 = 3'b010;
    parameter SHIFT = 3'b011;
    parameter DONE = 3'b100;
    reg [2:0] current_state, next_state;  
    reg [27:0] shift_reg;                 
    reg [3:0] bit_counter;                
    integer i;
    always @(posedge clk or posedge reset) begin
        if (reset)
            current_state <= IDLE;
        else
            current_state <= next_state;
    end
    always @* begin
        next_state = current_state;
        ready = 0;
        case (current_state)
            IDLE: begin
                if (start)
                    next_state = LOAD;
            end
            LOAD: begin
                next_state = ADD3;
            end
            ADD3: begin
                next_state = SHIFT;
            end
            SHIFT: begin
                if (bit_counter == 0)
                    next_state = DONE;
                else
                    next_state = ADD3;
            end
            DONE: begin
                ready = 1;  
                if (!start)
                    next_state = IDLE;
            end
        endcase
    end
    always @(posedge clk or posedge reset) begin
        if (reset) begin
            shift_reg <= 0;
            bit_counter <= 0;
            bcd <= 0;
        end else begin
            case (current_state)
                IDLE: begin
                    shift_reg <= 0;
                    bit_counter <= 0;
                    bcd <= 0;
                end
                LOAD: begin
                    shift_reg[11:0] <= binary;
                    shift_reg[27:12] <= 16'b0;  
                    bit_counter <= 12;          
                end
                ADD3: begin
                    for (i = 27; i >= 16; i = i - 4) begin
                        if (shift_reg[i -: 4] >= 5) begin
                            shift_reg[i -: 4] <= shift_reg[i -: 4] + 3;
                        end
                    end
                end
                SHIFT: begin
                    shift_reg <= shift_reg << 1;
                    bit_counter <= bit_counter - 1;
                end
                DONE: begin
                    bcd <= shift_reg[27:12];
                end
            endcase
        end
    end
endmodule
==> /design/flow/run.sh <==
#!/bin/bash
# OpenROAD 26Q1-2900-gdf79404cd8, Yosys 0.63+post, stock flow scripts
make -C /OpenROAD-flow-scripts/flow DESIGN_CONFIG=/design/flow/config.mk WORK_HOME=/design/flow/orfs finish
==> /design/flow/config.mk <==
export PLATFORM = sky130hd
export DESIGN_NAME = BinToBcd
export DESIGN_NICKNAME = BinToBcd
export VERILOG_FILES = /design/flow/design.v
export SDC_FILE = /design/flow/constraint.sdc
export NUM_CORES = 4
export LEC_CHECK = 1
export CORE_UTILIZATION = 50
==> /design/flow/constraint.sdc <==
current_design BinToBcd

set clk_period 2.6
set clk_io_pct 0.2

create_clock -name clk0 -period $clk_period [get_ports {clk}]

set non_clock_inputs [all_inputs -no_clocks]
set_input_delay [expr $clk_period * $clk_io_pct] -clock clk0 $non_clock_inputs
set_output_delay [expr $clk_period * $clk_io_pct] -clock clk0 [all_outputs]
==> results.cfg <==
; flow metrics
[floorplanning]
core_area_um2 = 4750
die-width_um = 72.5
row_count = 25
ioPinCount = 32
fp_util = 0.522
die_h_um = 72.5
chipArea_um2 = 5250

[flow_run]
warnings = 30
drv_cap = 0

[final_layout]
largest_reg_flops = 28
seq_area_um2 = 1330
drive_gt1_frac = 0.0830
area_growth_syn_to_layout_pct = 18.4
lay_top_count = dfrtp_1
nFillCells = 397
fin_util = 0.619
layout_top_cells = dfrtp_1, clkdlybuf4s50_1, inv_1
comb_area_um2 = 983
final_area_um2 = 2940

[yosys]
syn_area_per_cell_um2 = 11.1
synth_area_um2 = 2480
ys_warn_count = 1
syn_inst = 224
synthArstFlopShare = 1.00
yosys_cells = 224
ff_type = dfrtp_1
ys_ff = 53
edf_count = 0
yosys.stat.seqShare = 0.535
yosys_area_um2 = 2480
yosysUniqueCellTypes = 42

[final_timing]
timing.setup.tns_ns = 0
rsz0062_at_grt = no
finClkSkew_ns = 0.00364
setup_viol = 0
finalHoldViolCount = 0
drv_slew = 0
worstMarginPinSlew_ns = 0.737
slew_headroom = 0.508
fmax_ghz = 0.548
min_period_ns = 1.83
finalCritPeriodShare = 0.702

[global_route]
grt_pass1_wl_um = 8030
gr-total-overflow = 0
gr-usage-all-layers = 0.203
grt_pass1_vias = 1763
grt_max_degree = 54
grt_antenna_before_repair = 0

[worst_setup_path]
crit_chain = nor2b_1 > a21boi_0 > o21ai_1 > a21boi_1
critPathCaptureType = register
rr_worst_depth = 4
path_max_fanout = 21
path_depth = 4
critPathLaunchType = register
worstPathArrival_ns = 2.02
critPathRequiredTime_ns = 2.79
crit_buf_inv = 0
critical_path_class = register to register
cpLargestDelayFamily = flip-flops
slowest_stage = dfrtp_1
slowest_delay_ns = 0.80

[drt]
drt-initial-drc-count = 136
finalWirelength_um = 4720
drc = 0
drtPass1Iterations = 4
drtAntennaViolNets = 0
via_count = 1832
detail_route.vias_per_cell = 5.73
avgRoutedWirePerCell_um = 14.7
antenna_cells_inserted = 0

[power_and_ir_drop]
leakage_uw = 0.00140
powerDensity_nw_per_um2 = 1200
pwr-share-seq = 0.436
swShare = 0.372
vdd_drop_max_uv = 560
comb_power_share = 0.400
clockPowerShare = 0.164
p_sw_uw = 1310
p_int_uw = 2210

[min_path]
whs_path_depth = 2
hold_path_class = register to register

[placement]
place.gp.congestion = 0.844
placed_area_um2 = 2820
port_buffers = 31
hpwlAfterDp_um = 3150

[clock_tree]
clk_latency_ns = 0.30
postCtsSetupBuffers = 0
numCtsBuffers = 5
clkSlewWorstSetupHoldPaths_ns = 0.09
cts_hold_buffers = 0
cts_resized = 0
clk_path_buf_depth = 2
cts.sinks = 53
cts-root-buf = clkbuf_8
cts_tree = done
cts-htree-levels = 2

[run_status]
status = completed
## routing by layer
metal,track usage,vias to the layer above,part of all wire
li1,-,875,-
met1,0.323,904,0.50
met2,0.320,46,0.45
met3,0.0380,7,0.041
met4,0.0218,0,0.012
met5,0,-,0
## synth_stat cells (2+ instances only)
| cell type | n | area, µm² |
|---|---|---|
| buf_2 | 6 | 30.0 |
| inv_1 | 23 | 86.3 |
| a21oi_1 | 10 | 50.1 |
| dfrtp_1 | 52 | 1300 |
| nor2b_1 | 5 | 31.3 |
| a21o_1 | 5 | 37.5 |
| ha_1 | 8 | 100 |
| o21ai_0 | 18 | 90.1 |
| a32o_1 | 2 | 20.0 |
| a221oi_2 | 2 | 30.0 |
| nor2_1 | 8 | 30.0 |
| a222oi_1 | 10 | 100 |
| nand3b_1 | 3 | 22.5 |
| a21boi_1 | 2 | 15.0 |
| buf_6 | 3 | 33.8 |
| o21ai_1 | 3 | 15.0 |
| a22o_1 | 20 | 175 |
| clkbuf_1 | 3 | 11.3 |
| nand2b_1 | 4 | 25.0 |
| a22oi_1 | 3 | 22.5 |
| nand2_1 | 12 | 45.0 |
| a221oi_1 | 2 | 17.5 |
## final cells by class
cell class / instances / share of cell area
clock buffer: 6 / 0.0281
clock inverter: 2 / 0.0128
inverter: 23 / 0.0293
multi-input combinational: 134 / 0.334
sequential: 53 / 0.451
tap: 67 / 0.0285
timing repair buffer: 35 / 0.116
## power by group through the flow
stage                 Clock, µW  Combinational, µW  Sequential, µW
after CTS                   591               1420            1530
after global routing        621               1600            1590
final                       577               1410            1540
## cell families after synthesis
kind of cell               Yosys count  synth area share
AOI/OAI and AO/OA                   85             0.257
and+or+nand+nor                     39            0.0897
buffers and inverters               37            0.0695
muxes                                2           0.00856
adders and majority gates            8            0.0403
DFF                                 53             0.535
## worst register-to-register path, delay by kind of cell, from the launching register on
kind | cells | cell delay, ns
AOI/OAI and AO/OA | 3 | 0.62
and+or+nand+nor | 1 | 0.30
DFF | 1 | 0.80
## through the flow
stage	power, µW	instances	hold slack [ns]	worst slack [ns]
6_report	3520	320	0.501	0.774
3_3_place_gp	2900	312	0.476	0.905
3_5_place_dp	2950	312	0.480	0.818
5_1_grt	3810	320	0.522	0.633
4_1_cts	3540	320	0.506	0.802
2_1_floorplan	2510	224	0.368	0.795
## path summary, 6_finish.rpt
| check | startpoint | endpoint | slack (ns) |
|---|---|---|---|
| worst max-delay path | current_state[2]$_DFF_PP0_ | shift_reg[25]$_DFFE_PP0P_ | 0.77 |
| worst min-delay path | shift_reg[3]$_DFFE_PP0P_ | shift_reg[3]$_DFFE_PP0P_ | 0.50 |
| worst max register to register | current_state[2]$_DFF_PP0_ | shift_reg[25]$_DFFE_PP0P_ | 0.77 |
| worst min register to register | shift_reg[3]$_DFFE_PP0P_ | shift_reg[3]$_DFFE_PP0P_ | 0.50 |
| max in group asynchronous | reset | shift_reg[27]$_DFFE_PP0P_ | 1.47 |
| min in group asynchronous | reset | bcd[2]$_DFFE_PP0N_ | 0.70 |
No activity file was given, so power comes from the tool's default toggle rates.
