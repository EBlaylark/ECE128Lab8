==> design/flow/design.v <==
`timescale 1ns / 1ps
module UpCounter #(parameter MAX_COUNT = 4095)(clk, reset, count);
    input wire clk;
    input wire reset;
    output reg [11:0] count;
    always @(posedge clk or posedge reset) begin
        if (reset) begin
            count <= 12'd0;
        end else if (count < MAX_COUNT) begin
            count <= count + 1;
        end else begin
            count <= 12'd0;
        end
    end
endmodule
==> design/flow/run.sh <==
#!/bin/bash
# OpenROAD 26Q1-2900-gdf79404cd8, Yosys 0.63+post, stock flow scripts
make -C /OpenROAD-flow-scripts/flow DESIGN_CONFIG=/design/flow/config.mk WORK_HOME=/design/flow/orfs finish
==> design/flow/config.mk <==
export PLATFORM = sky130hd
export DESIGN_NAME = UpCounter
export DESIGN_NICKNAME = UpCounter
export VERILOG_FILES = /design/flow/design.v
export SDC_FILE = /design/flow/constraint.sdc
export NUM_CORES = 4
export LEC_CHECK = 1
export CORE_AREA = 10 10 70 70
export DIE_AREA = 0 0 80 80
==> design/flow/constraint.sdc <==
current_design UpCounter

set clk_period 1.8
set clk_io_pct 0.2

create_clock -name clk0 -period $clk_period [get_ports {clk}]

set non_clock_inputs [all_inputs -no_clocks]
set_input_delay [expr $clk_period * $clk_io_pct] -clock clk0 $non_clock_inputs
set_output_delay [expr $clk_period * $clk_io_pct] -clock clk0 [all_outputs]
==> run summary <==
run metrics: clk latency of the worst-skew pair=0.27 ns, n_diodes=0, Final GP Congestion=about 0.80, crit path DRT=1.44 ns, share of cells above drive strength 1=0.118, vias in the first global route=416, top flop regs=count x12, fin crit share=0.899, Post-DRT Antenna Nets=0, post_cts resized=0, total gr overflow=0, TritonCTS buffer count=3, Post-CTS Hold Buffers=0, Yosys chip area=574 um^2, # DRC=0, YS warnings=1, pre-CTS setup slack=between 0.2 and 0.3 ns, synthesized instance count=about 51, number of I/O port buffers=13, R2R Path End=count[5], largest fanout on the critical path=6, CTS tree=done, crit path buf inv count=1, total wire length=1260 um, fp util=0.168, Max Used Layer=met4, CP peak stage delay=around 0.52 ns, Least-Margin Pin Slew=about 0.45 ns, synth unique cells=25, routed wl met3=166 um, wire length per cell=11.0 um, Root Driver=clkbuf_4, initial antenna violation count=0, status=complete, no violations, DR WL met2=441 um, Clock Skews=0.00738 ns, overall power=0.000486 W, min-delay worst type=input port to asynchronous set/reset pin, RSZ-0062 raised after global routing=no, Pwr Density=609 nW/um^2, Tot GR Track Use=0.0390, flop-to-flop setup slack=0.27 ns, critical path startpoint category=register, f_max=~620 MHz, Crit path max-delay family=buffers and inverters, total of max-cap violations=0, Pins Over Slew Limit=0, minimum clock period after layout=roughly 1.6 ns, tool warnings=25, Reg clk slew, reported paths=0.08 ns, CP Cell Sequence=clkdlybuf4s50_1, clk sinks=12, Die Area=6400 um^2, leakage power=0.314 nW, DP HPWL=969 um, largest net degree at the start of global routing=13, RR Startpoint=count[0], setup ws final=0.181 ns, Layout area overhead=39.0%, First DRT Iteration DRCs=20, Biggest register=count, Registers, synthesis=12, Mapped Avg Cell Area=11.3 um^2, Post-CTS Repair Setup Buffers=0, Via Count=474, first-pass GRT wire length=2040 um, slowest library cell on the worst path=clkdlybuf4s50_1, Layout Utilization=0.234, Final TNS setup=0 ns, H-Tree Level Count=1, detailed-router iteration count before antenna repair=4, cell count of the worst reg-to-reg path=4, core area=3420 um^2, Syn Std Cell Area=574 um^2, Hold Violations, Final=0, max FFs per register=12, register area share after synthesis=0.523, Ports=14, Slew headroom=0.697, Worst Setup End Kind=output port, hold_ws=0.386 ns, CP arrival=1.26 ns, final setup vio count=0, Clock Tree Buf Depth=2, worst IR drop on VDD=0.554 mV, die height=80 um, die width=80 um, yosys stat cell total=51, met1 WL=636 um, Crit Path Class=register to output port, # rows=21, vias per cell=4.16
cell usage after synthesis:
| cell type | count | area (um^2) |
|---|---|---|
| a21o_1 | 1 | 7.51 |
| nand4_1 | 2 | 12.5 |
| nor2_1 | 2 | 7.51 |
| nor4_2 | 1 | 12.5 |
| inv_1 | 2 | 7.51 |
| xor2_1 | 4 | 35.0 |
| xnor2_1 | 2 | 17.5 |
| o31ai_1 | 1 | 7.51 |
| o41ai_1 | 1 | 8.76 |
| a32oi_1 | 1 | 8.76 |
| a21oi_1 | 1 | 5.00 |
| dfrtp_1 | 12 | 300 |
| nor3_1 | 1 | 5.00 |
| o311ai_0 | 1 | 8.76 |
| nand3_1 | 3 | 15.0 |
| o21ai_0 | 1 | 5.00 |
| nor4_1 | 1 | 6.26 |
| and2_1 | 1 | 6.26 |
| ha_1 | 1 | 12.5 |
| nand2_1 | 6 | 22.5 |
| or3_1 | 2 | 12.5 |
| nand4_4 | 1 | 21.3 |
| a211o_1 | 1 | 8.76 |
| nand3_2 | 1 | 10.0 |
| nor3_2 | 1 | 10.0 |
worst max-delay path by stage:
stage | startpoint | to | slack (ns) | depth (start not counted)
after CTS | count[3] | count[3] | 0.15 | 1
after global routing | count[2] | count[2] | 0.10 | 1
final | count[3] | count[3] | 0.18 | 1
per-stage QoR:
stage	std cells	instance area, um^2
4_1_cts	114	798
3_3_place_gp	110	762
3_5_place_dp	110	762
2_1_floorplan	51	574
5_1_grt	114	798
6_report	114	798
cell families (layout without fill, tap and decap cells):
| logic type | count (synthesis) | in the layout | share of synthesized area |
|---|---|---|---|
| fa+ha+maj | 1 | 1 | 0.0218 |
| xor+xnor | 6 | 6 | 0.0915 |
| flops | 12 | 12 | 0.523 |
| buf+inv | 2 | 19 | 0.0131 |
| compound gates | 8 | 8 | 0.105 |
| simple gates | 22 | 22 | 0.246 |
where the power goes:
part,internal [W],total [W],switching (W)
clock,0.000123,0.000210,0.0000868
sequential,0.000269,0.000269,0
combinational,0.00000201,0.00000722,0.00000521
total,0.000394,0.000486,0.0000920
final cells by class:
class                      instances  area (um^2)
sequential                        12          300
timing repair buffer              13          130
inverter                           2         7.51
fill                             369         2620
tap                               46         57.6
clock buffer                       4         36.3
multi-input combinational         37          267
cells in the final DEF (no fill, tap or decap):
cell,instances
nor4_1,1
inv_1,2
a21o_1,1
a21oi_1,1
and2_1,1
o311ai_0,1
nor2_1,2
clkbuf_8,1
clkbuf_4,3
clkdlybuf4s50_1,13
nor3_1,1
xor2_1,4
o41ai_1,1
a32oi_1,1
nand4_1,2
xnor2_1,2
or3_1,2
nand3_2,1
nor4_2,1
a211o_1,1
o31ai_1,1
nor3_2,1
nand3_1,3
nand4_4,1
nand2_1,6
dfrtp_1,12
ha_1,1
o21ai_0,1
worst register-to-register path: cells and delay by family, from the launching register on:
kind	cells	cell delay, ns
AND/OR/NAND/NOR	2	0.60
flip-flops	1	0.45
adder cells (fa/ha/maj)	1	0.26
AND-OR/OR-AND	1	0.09
metal layers:
| metal | global-route usage | up-vias |
|---|---|---|
| li1 | - | 224 |
| met1 | 0.0602 | 226 |
| met2 | 0.0425 | 22 |
| met3 | 0.0250 | 2 |
| met4 | 0.00704 | 0 |
| met5 | 0 | - |
No activity file was given, so power comes from the tool's default toggle rates.
