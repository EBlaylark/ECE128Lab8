==> design.v <==
`timescale 1ns / 1ps
module DisplayDriver (
    input wire clk,                
    input wire reset,              
    input wire [15:0] bcd,         
    output reg [6:0] segments,     
    output reg [3:0] anodes        
);
    reg [1:0] digit_select;        
    reg [3:0] current_digit;       
    reg [16:0] clk_divider;        
    always @(posedge clk or posedge reset) begin
        if (reset)
            clk_divider <= 0;
        else
            clk_divider <= clk_divider + 1;
    end
    always @(posedge clk_divider[16] or posedge reset) begin
        if (reset)
            digit_select <= 0;
        else
            digit_select <= digit_select + 1;
    end
    always @* begin
        case (digit_select)
            2'b00: begin
                anodes = 4'b1110;    
                current_digit = bcd[3:0];   
            end
            2'b01: begin
                anodes = 4'b1101;    
                current_digit = bcd[7:4];
            end
            2'b10: begin
                anodes = 4'b1011;    
                current_digit = bcd[11:8];
            end
            2'b11: begin
                anodes = 4'b0111;    
                current_digit = bcd[15:12];  
            end
            default: begin
                anodes = 4'b1111;    
                current_digit = 4'b0000;
            end
        endcase
    end
    always @* begin
        case (current_digit)
            4'd0: segments = 7'b1000000; 
            4'd1: segments = 7'b1111001; 
            4'd2: segments = 7'b0100100; 
            4'd3: segments = 7'b0110000; 
            4'd4: segments = 7'b0011001; 
            4'd5: segments = 7'b0010010; 
            4'd6: segments = 7'b0000010; 
            4'd7: segments = 7'b1111000; 
            4'd8: segments = 7'b0000000; 
            4'd9: segments = 7'b0010000; 
            default: segments = 7'b1111111; 
        endcase
    end
endmodule
==> run.sh <==
#!/bin/bash
# OpenROAD 26Q1-2900-gdf79404cd8, Yosys 0.63+post, stock flow scripts
make -C /OpenROAD-flow-scripts/flow DESIGN_CONFIG=/design/flow/config.mk WORK_HOME=/design/flow/orfs finish
==> config.mk <==
export PLATFORM = sky130hd
export DESIGN_NAME = DisplayDriver
export DESIGN_NICKNAME = DisplayDriver
export VERILOG_FILES = /design/flow/design.v
export SDC_FILE = /design/flow/constraint.sdc
export NUM_CORES = 4
export LEC_CHECK = 1
export CORE_AREA = 10 10 96 96
export DIE_AREA = 0 0 106 106
==> constraint.sdc <==
current_design DisplayDriver

set clk_period 3.1
set clk_io_pct 0.2

create_clock -name clk0 -period $clk_period [get_ports {clk}]

set non_clock_inputs [all_inputs -no_clocks]
set_input_delay [expr $clk_period * $clk_io_pct] -clock clk0 $non_clock_inputs
set_output_delay [expr $clk_period * $clk_io_pct] -clock clk0 [all_outputs]
==> reports/README.md <==
| Result | Reported | Unit |
|---|---|---|
| Outcome | complete, no violations | - |
| Worst clock skew on the final layout | 3.08 | ps |
| H-tree depth | 1 | - |
| Clock Tree Root | sky130_fd_sc_hd__clkbuf_8 | - |
| Setup crit end kind | output pin | - |
| Number of cells in the finished layout apart from fillers | 247 | - |
| Final number of setup-violating endpoints | 0 | - |
| Number of CTS-inserted buffers | 3 | - |
| Hold-fix buffer count after cts | 0 | - |
| Die ar. | 0.0112 | sq mm |
| Estimated wirelength of the detail-placed design | 1.89 | mm |
| MaxCap Viol Count | 0 | - |
| Minimum hold slack | 464 | ps |
| Die span in y | 106 | microns |
| Die boundary width | 106 | microns |
| Syn Area/Cell | 10.2 | sq um |
| Top Layout Cells | sky130_fd_sc_hd__clkdlybuf4s50_1 (21), sky130_fd_sc_hd__dfrtp_1 (19), sky130_fd_sc_hd__inv_1 (13) | - |
| Placed Instances | 241 | - |
| Share of synthesized area occupied by flip-flops and latches | 0.430 | - |
| Final max-slew violation count | 0 | - |
| Fillers | 770 | - |
| Relative slew slack | 0.520 | - |
| Number of global-route vias before repair | 864 | - |
| Largest driver fanout on the critical path | 5 | - |
| Global routing met2 resource utilization | 0.0610 | - |
| Total power | 447 | uW |
| Fraction of registers with async set or reset after synthesis | 1.00 | - |
| RePlAce Congestion | 0.797 | - |
| Worst Tran Pin Value | 720 | ps |
| Final Util | 0.226 | - |
| CTS tree | yes | - |
| Tool warning count | 30 | - |
| Count of unclocked register or latch pins | 2 | - |
| Detailed-route DRC error count | 0 | - |
| Layout overhead on the synthesized area | 47.6 | % |
| Fraction of final layout cells sized beyond drive strength 1 | 0.162 | - |
| Leakage | 0.705 | nW |
| Cells along the critical path | clkdlybuf4s50_1 -> a222oi_1 -> mux2i_2 -> ha_2 -> buf_4 -> o21ai_1 -> clkdlybuf4s15_1 | - |
| Minimum clock period | 2970 | ps |
| Count of nets left with antenna violations after detail routing | 0 | - |
| Worst-case clock buffer depth | 2 | - |
| Sequential cell area | 475 | sq um |
| Start-to-end type of the worst setup path | input port to output pin | - |
| Global-route met3 utilization | 0.0147 | - |
| Number of warnings issued by yosys | 1 | - |
| CP Data Required Time | 2480 | ps |
| Startpoint types | input port | - |
| Final hold violation count | 0 | - |
| Setup repair after global routing missed its margin | false | - |
| Number of cell instances after yosys synthesis | 108 | - |
| Routed length per instance | 9.45 | microns |
| Ant. Diodes | 0 | - |
| Post-synthesis cell count | 108 | - |
| Drt initial violations | 55 | - |
| Cell variety after synth | 24 | - |
| Core area | 0.00721 | sq mm |
| Worst Hold Class | flop to flop | - |
| Total Neg Setup Slack | 0 | ps |
| FP Core Util | 0.153 | - |
| Clk pin slew, worst setup/hold paths | 60 | ps |
| Vias after detailed routing | 897 | - |
| Post-DR vias/cell | 3.63 | - |
| Combined area of all synthesized cells | 0.00110 | sq mm |
| Commonest non-fill, non-tap cell in the layout | sky130_fd_sc_hd__clkdlybuf4s50_1 | - |
| Largest net degree at the start of global routing | 20 | - |
| Total wire length | 2.34 | mm |
| GRT Overall Usage | 0.0418 | - |
| Number of port buffers | 28 | - |
| Count of endpoints without a timing constraint | 6 | - |
| Number of iterations in the first detailed-routing pass | 4 | - |
| Met1 routing resource usage after global routing | 0.0619 | - |
| Site row count | 31 | - |
| Initial antenna violation count | 0 | - |
| Slowest cell delay on critical path | 410 | ps |
| Number of top-level pins | 29 | - |
| Area taken by multi-input logic gates | 601 | sq um |
| Highest achievable clock rate | 0.337 | GHz |
| Layer carrying the most global-route usage | met1 | - |
| Cell with the largest stage delay on the worst path | sky130_fd_sc_hd__a222oi_1 | - |
| Number of storage elements in the synthesis netlist | 19 | - |
| Global-route wire length before repair | 4.07 | mm |
| Worst vdd rail ir drop | 0.177 | mV |
| Top flip-flop cell by instance count after synthesis | sky130_fd_sc_hd__dfrtp_1 | - |
| Arrival time of data at the critical path endpoint | 2350 | ps |
| Number of flops mapped to enable cells by yosys | 0 | - |
| Power density over the cells | 274 | mW/mm^2 |
| Overall overflow remaining after global route | 0 | - |
| Cycle use final | 0.957 | - |
| Chip area estimate from yosys synthesis | 0.00110 | sq mm |
| Clock latency of the later-clocked register in the worst-skew pair | 240 | ps |
## stage by stage
step	setup slack [ps]	area [sq um]
floorplan	907	1100
global route	10.0	1630
CTS	72.0	1630
global placement	-200	1550
detailed placement	-178	1550
finish	134	1630
## critical path: cells and delay by family
kind	cells	cell delay (ps)
compound gates	2	510
mux	1	200
fa+ha+maj	1	300
buf+inv	3	720
## layer usage
layer	routed length, microns	vias to the layer above	part of all wire
met4	0	0	0
met1	1270	407	0.54
met3	165	0	0.071
met5	0	-	0
met2	897	32	0.38
li1	-	458	-
## timing repair
| item | in CTS | in global routing |
|---|---|---|
| buffers inserted | 2 | 0 |
| gates resized | 14 | 2 |
| pin swaps | 8 | 2 |
| hold endpoints to repair | 0 | 0 |
| endpoints found under the setup margin | 7 | 1 |
## power breakdown
| part | internal (mW) | switching [mW] | leakage [nW] |
|---|---|---|---|
| registers | 0.222 | 0 | 0.256 |
| clock network | 0.0909 | 0.0657 | 0.0228 |
| logic | 0.0432 | 0.0257 | 0.426 |
| total | 0.356 | 0.0914 | 0.705 |
## synth_stat cells (2+ instances only)
cell	instances	share of area
sky130_fd_sc_hd__ha_1	8	0.091
sky130_fd_sc_hd__a21oi_1	4	0.018
sky130_fd_sc_hd__xnor2_1	10	0.079
sky130_fd_sc_hd__nand4_1	4	0.023
sky130_fd_sc_hd__nor3_1	3	0.014
sky130_fd_sc_hd__dfrtp_1	19	0.43
sky130_fd_sc_hd__nand3_1	7	0.032
sky130_fd_sc_hd__xor2_1	5	0.040
sky130_fd_sc_hd__nor2_1	4	0.014
sky130_fd_sc_hd__mux2i_1	5	0.045
sky130_fd_sc_hd__inv_1	13	0.044
sky130_fd_sc_hd__nand2_1	9	0.031
sky130_fd_sc_hd__mux2_2	2	0.020
sky130_fd_sc_hd__and3_1	2	0.011
sky130_fd_sc_hd__a222oi_1	4	0.036
## worst paths after layout
kind                                            from                         to  slack (ps)  depth (start not counted)
max                                          bcd[13]                segments[1]         130                          7
min                        clk_divider[15]$_DFF_PP0_  clk_divider[15]$_DFF_PP0_         460                          1
max reg2reg                 clk_divider[0]$_DFF_PP0_  clk_divider[16]$_DFF_PP0_        1520                          5
min reg2reg                clk_divider[15]$_DFF_PP0_  clk_divider[15]$_DFF_PP0_         460                          1
max in group asynchronous                      reset   clk_divider[1]$_DFF_PP0_        1840                          2
min in group asynchronous                      reset  clk_divider[16]$_DFF_PP0_         800                          2
## layout make-up
class                      count  share of cell area
timing repair buffer          36               0.204
clock buffer                   4              0.0276
inverter                      14              0.0322
tap                           99              0.0760
multi-input combinational     75               0.368
sequential                    19               0.292
## sequential cells by signal (all words and copies together), names as in the netlist
register and flops:
clk_divider 17, digit_select 2
## kinds of logic (layout without fill, tap and decap cells)
group,Yosys count,count (layout),synth area share
simple gates,33,33,0.168
flops,19,19,0.430
xor+xnor,15,15,0.119
buf+inv,14,54,0.0476
compound gates,12,12,0.0793
fa+ha+maj,8,8,0.0906
mux,7,7,0.0657
Power figures rest on the tool's default switching activity, not on a simulated workload.
